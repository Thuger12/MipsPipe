$ cat /design/flow/config.mk
export PLATFORM = sky130hd
export DESIGN_NAME = latch_decode
export DESIGN_NICKNAME = latch_decode
export VERILOG_FILES = /design/flow/design.v
export SDC_FILE = /design/flow/constraint.sdc
export NUM_CORES = 4
export LEC_CHECK = 1
export CORE_AREA = 10 10 186 186
export DIE_AREA = 0 0 196 196
$ cat /design/flow/constraint.sdc
current_design latch_decode

set clk_period 1.0
set clk_io_pct 0.2

create_clock -name clk0 -period $clk_period [get_ports {clk}]

set non_clock_inputs [all_inputs -no_clocks]
set_input_delay [expr $clk_period * $clk_io_pct] -clock clk0 $non_clock_inputs
set_output_delay [expr $clk_period * $clk_io_pct] -clock clk0 [all_outputs]
$ cat /design/flow/design.v
module latch_decode (input logic clk,
                     input logic reset,
					 input logic clear,
                     input logic [31:0] reg1_DEC,
                     input logic [31:0] reg2_DEC,
                     input logic [4:0] rt_DEC,
                     input logic [4:0] rd_DEC,
					 input logic [4:0] rs_DEC,
                     input logic [31:0] signimm_DEC,
                     input logic [31:0] pcplus4_DEC,
                     output logic [31:0] reg1_EXE,
                     output logic [31:0] reg2_EXE,
                     output logic [4:0] rt_EXE,
                     output logic [4:0] rd_EXE,
					 output logic [4:0] rs_EXE,
                     output logic [31:0] signimm_EXE,
                     output logic [31:0] pcplus4_EXE);
    always_ff @(posedge clk, posedge reset) begin
        if (reset) begin
            reg1_EXE <= 0;
            reg2_EXE <= 0;
            rt_EXE <= 0;
            rd_EXE <= 0;
			rs_EXE <= 0;
            signimm_EXE <= 0;
            pcplus4_EXE <= 0;
        end 
		  else begin
                reg1_EXE <= reg1_DEC;
                reg2_EXE <= reg2_DEC;
                rt_EXE <= rt_DEC;
                rd_EXE <= rd_DEC;
				rs_EXE <= rs_DEC;
                signimm_EXE <= signimm_DEC;
                pcplus4_EXE <= pcplus4_DEC;
            end
     end
endmodule
$ cat /design/flow/run.sh
#!/bin/bash
# OpenROAD 26Q1-2900-gdf79404cd8, Yosys 0.63+post, stock flow scripts
make -C /OpenROAD-flow-scripts/flow DESIGN_CONFIG=/design/flow/config.mk WORK_HOME=/design/flow/orfs finish
==> highlights.md <==
- 19.3 mm — first-pass GRT wire length
- 3 — DRT Pass-1 Iters
- 2441 — via total after detailed routing
- 0.00719 mm² — dpl cell area
- 23 — iteration-0 DRC count of the detailed router
- 0.00719 mm² — post-layout instance area
- 99.9% — sequential-to-total area share from yosys stat
- flop — Worst Setup Start Kind
- 0 — setup fix buffers added after clock tree synthesis
- sky130_fd_sc_hd__clkbuf_16 — cell at the root of the clock tree
- flip-flops — kind of cell adding the most delay to the critical path
- 876 — non-filler instance count after layout
- 0.37 ns — slowest cell delay on critical path
- 2 — distinct cell type count after synthesis
- sky130_fd_sc_hd__dfrtp_1, sky130_fd_sc_hd__inv_1 — cell types with the largest area share after synthesis
- 101% — Syn-to-layout area delta
- 15.0 µm — routed wire length per instance
- sky130_fd_sc_hd__dfrtp_1 — biggest area consumer among synthesized cells
- 0.00325 µW — leakage dissipation
- 0.0306 mm² — core region area
- 0.91 ns — Arrival @ worst endpoint
- 0 — Final Hold Viols
- 0 µm² — area occupied by multi-input gates
- 3230 — number of fill cells
- 0 — Final Max-Slew Violation Tally
- output port — endpoint kind of the worst setup timing path
- in2async — type of the most critical hold path
- met5 — Top Metal Used
- 0.738 — routability-driven placement congestion ratio
- 844 — DP Cell Count
- 4.86 mm — Met1 Routed Length
- 4 — number of levels in the clock H-tree
- 0.00358 mm² — Mapped Area
- 87.2% — Slew Limit Headroom
- 1 — count of yosys warnings during synthesis
- 1 — largest fanout of any net on the critical path
- 143 — number of register bits inferred by synthesis
- 18 — maximum number of pins on one net before global-route repair
- 40.0% — proportion of layout cells with a drive suffix above 1
- 17 — number of CTS-inserted buffers
- 0.00358 mm² — area used by sequential logic in the layout
- buf_2 — cell chain of the critical path
- 6.18 mm — met2 layer wire length in the routed design
- 0.80 ns — endpoint required time on the critical path
- reg2out — kind of critical path
- 0 — number of nets with antenna violations after detailed routing
- 0 — remaining design rule violation count
- 287 — port buffer count
- 6.79% — total routing usage reported by global routing
- 0 — max_cap viols
- 143 — clock sink total
- 10.8 mm — DPL Wire Length
- 2844 — number of global-route vias before repair
- 144 — Syn Inst Count
- 1.11 ns — fin crit period
- 11.7% — floorplan utilization
- 24.9 µm² — synthesized area per cell
- 14700 µW — Total Power Consumption
- 196 µm — Die X-Extent
- 1.86 mm — DR WL met3
- 196 µm — Die Height
- -0.115 ns — post-route setup slack
- negative setup slack — failing checks
- 2 — clock buffer depth
- 99.9% — area share, top type
- 0.187 ns — final hold slack
- 0.0384 mm² — DIE AREA
- 144 — ys cells
- 0.192 ns — Worst Tran Pin Value
- 143 — Setup-failing EPs final
- 2.79 — Via density
- 111% — post-route fraction of the period consumed by the critical path
- 1 — combined buffer and inverter count along the critical path
- 0.00358 mm² — yosys stat chip area
- 0 — #MultiIn Comb
- true — setup repair after global routing missed its margin
- 0 — diode count
- 29 — number of logged tool warnings
- 289 — number of ports placed on the die boundary
- 2040 mW/mm² — areal power density over the cells
- 13.1 mm — overall routed net length
- sky130_fd_sc_hd__dfrtp_1 — Critical Path Slowest Stage Cell
- 64 — number of core rows
- done — clock tree from TritonCTS
- 0.897 GHz — max frequency
- 1030 µV — maximum vdd ir drop
- 0.06 ns — CTS clk-pin slew, worst paths
- 2 — initial antenna violation count
- 0 — overflow left after global routing
- finished, violations left — outcome
-- registers in the layout (all words and copies together) (netlist names) --
name         flops
rt_EXE           5
reg1_EXE        32
rs_EXE           5
rd_EXE           5
reg2_EXE        32
pcplus4_EXE     32
signimm_EXE     32
-- layout by cell type (no fill, tap or decap) --
master / instances
sky130_fd_sc_hd__clkbuf_1: 1
sky130_fd_sc_hd__bufinv_16: 7
sky130_fd_sc_hd__clkinvlp_4: 3
sky130_fd_sc_hd__dfrtp_1: 143
sky130_fd_sc_hd__clkdlybuf4s50_1: 144
sky130_fd_sc_hd__clkbuf_8: 1
sky130_fd_sc_hd__buf_12: 9
sky130_fd_sc_hd__buf_2: 142
sky130_fd_sc_hd__clkinv_4: 4
sky130_fd_sc_hd__clkbuf_16: 17
sky130_fd_sc_hd__buf_4: 8
sky130_fd_sc_hd__buf_6: 1
-- synth_stat cells (all sizes together) --
cell,instances
inv,1
dfrtp,143
-- cell type report --
class	instances	area share [%]
clock buffers	19	6.16
well taps	396	6.89
clock inverters	13	3.62
inverters	1	0.104
flip-flops and latches	143	49.8
repair buffers	304	33.4
-- report_power, final --
group / internal (µW) / switching (µW) / total (µW)
clock: 5010 / 2470 / 7480
combinational: 765 / 290 / 1050
sequential: 6080 / 62.9 / 6140
-- through the flow --
stage          setup WS, ns  setup TNS [ns]  utilization [%]
2_1_floorplan        -0.991         -141.72                -
3_3_place_gp        -0.0519          -0.313             23.5
3_5_place_dp        -0.0503          -0.319             23.5
4_1_cts              -0.170          -19.46             23.5
5_1_grt              -0.188          -21.72             23.5
6_report             -0.115          -12.44             23.5
-- worst paths after layout --
path / start / end / slack (ns) / cells after the start
min: reset / pcplus4_EXE[24] / 0.19 / 3
max: reg1_EXE[1] / reg1_EXE[1] / -0.11 / 1
min in group clk0: reg2_DEC[27] / reg2_EXE[27] / 0.21 / 1
max in group asynchronous: reset / reg1_EXE[6] / 0.51 / 4
-- per-layer routing --
metal / vias up / global-route usage [%]
met5: - / 0
li1: 1091 / -
met1: 1158 / 7.93
met4: 4 / 0.933
met2: 173 / 10.4
met3: 15 / 4.59
-- cells by family after synthesis --
logic type / synth area share [%]
DFF: 99.9
buffers and inverters: 0.105
-- what timing repair did --
action	4_1_cts	5_1_grt
endpoints found under the setup margin	143	143
resized	467	0
hold buffers	0	0
Power and IR drop assume default switching activity.
