## ./config.mk

```make
export PLATFORM = sky130hd
export DESIGN_NAME = stage_execute
export DESIGN_NICKNAME = stage_execute
export VERILOG_FILES = /design/flow/design.v
export SDC_FILE = /design/flow/constraint.sdc
export NUM_CORES = 4
export LEC_CHECK = 1
export CORE_AREA = 10 10 162 162
export DIE_AREA = 0 0 172 172
```

## ./constraint.sdc

```tcl
current_design stage_execute

set clk_period 15.8
set clk_io_pct 0.2

create_clock -name clk0 -period $clk_period

set non_clock_inputs [all_inputs -no_clocks]
set_input_delay [expr $clk_period * $clk_io_pct] -clock clk0 $non_clock_inputs
set_output_delay [expr $clk_period * $clk_io_pct] -clock clk0 [all_outputs]
```

## ./design.v

```verilog
module stage_execute (input logic clk, 
                      input logic reset,
                      input logic alusrc, 
                      input logic regdst,
                      input logic [2:0] alucontrol,
                      input logic [31:0] reg1, 
                      input logic [31:0] reg2,
                      input logic [4:0] rt, 
                      input logic [4:0] rd,
                      input logic [31:0] signimm, 
                      input logic [31:0] pcplus4,
                      input logic [31:0] aluresult_MEM,
                      input logic [31:0] result_WB,
                      input logic [1:0] forward_a,
                      input logic [1:0] forward_b,
                      output logic [31:0] aluresult,
                      output logic zero,
                      output logic overflow,
                      output logic [4:0] writereg,
                      output logic [31:0] writedata,
                      output logic [31:0] pcbranch);
    logic [31:0] srca, srcb;
	logic [31:0] reg2_n;
    assign writedata = reg2_n;
	mux3 # (32) bypass1 (.in1(reg1),
	                .in2(result_WB),
					.in3(aluresult_MEM),
					.c(forward_A),
					.out(srca));
    mux3 # (32) bypass2 (.in1(reg2),
	                .in2(result_WB),
					.in3(aluresult_MEM),
					.c(forward_B),
					.out(reg2_n));
    mux2 # (32) m1 (.in1(reg2_n), 
                    .in2(signimm), 
                    .c(alusrc), 
                    .out(srcb));
    mux2 # (5) m2 (.in1(rt), 
                   .in2(rd), 
                   .c(regdst), 
                   .out(writereg));
    alu # (32) alu (.src_a(srca), 
                    .src_b(srcb), 
                    .control(alucontrol), 
                    .zero(zero), 
                    .overflow(overflow), 
                    .result(aluresult));
    logic  [31:0] signimmsh;
    shiftleft2 sh2 (.a(signimm), 
                    .y(signimmsh));
    adder pcadder (.a(signimmsh), 
                   .b(pcplus4), 
                   .sum(pcbranch));
endmodule
module adder (input logic [31:0] a, 
              input logic [31:0] b,
				  output logic [31:0] sum);
	assign sum = a + b;
endmodule
module shiftleft2 (input logic [31:0] a,
					    output logic [31:0] y);
	assign y = {a[29:0], 2'b00};
endmodule
module signextend(input logic [15:0] a,
						output logic [31:0] y);
	assign y = {{16{a[15]}}, a};
endmodule 
module signalFlopper(input logic clk, reset,
                      input logic d,
							 output logic q);
    always_ff @(posedge clk, posedge reset) begin 
		if (reset) q <= 0;
		else q <= d;
	 end
endmodule
module flopper # (parameter WIDTH = 8)
				 (input logic clk, 
				  input logic reset,
				  input logic [WIDTH-1:0] d,
				  output logic [WIDTH-1:0] q);
	always_ff @(posedge clk) begin
       if (reset) q <= 0;
		 else       q <= d;
	end
endmodule
module mux2 # (parameter WIDTH = 8)
				  (input logic [WIDTH-1:0] in1, 
				   input logic [WIDTH-1:0] in2,
				   input logic c,
					output logic [WIDTH-1:0] out);
	always_comb begin
	    case (c)
		    1'b1: out <= in2;
			default: out <= in1;
		endcase
	end
endmodule
module mux3 # (parameter WIDTH = 8)
              (input logic [WIDTH-1:0] in1,
			   input logic [WIDTH-1:0] in2,
			   input logic [WIDTH-1:0] in3,
			   input logic [1:0] c,
			   output logic [WIDTH-1:0] out);
    always_comb begin
	    case (c)
		    2'b00: out <= in1;
		    2'b01: out <= in2;
			 2'b10: out <= in3;
			default: out <= in1;
		endcase			
	end
endmodule
module alu # (parameter WIDTH = 8)
				 (input logic [WIDTH-1:0] src_a, 
				  input logic [WIDTH-1:0] src_b,
				  input logic [2:0] control,
				  output logic zero, 
				  output logic overflow, 
				  output logic [WIDTH-1:0] result);
	logic [WIDTH-1:0] bout;
	logic [WIDTH-1:0] sum;
	assign bout = control[2] ? ~src_b : src_b;
	assign sum = src_a + bout + control[2];
	always_comb
		case (control[1:0])
			2'b00: result <= src_a & bout;
			2'b01: result <= src_a | bout;
			2'b10: result <= sum;
			2'b11: result <= sum[31];
		endcase
	assign zero = (result == 32'b0);
	always_comb
		case (control[2:1])
			2'b01: overflow <= src_a[31] & src_b[31] & ~sum[31] |
									 ~src_a[31] & ~src_b[31] & sum[31];
			2'b11: overflow <= ~src_a[31] & src_b[31] & sum[31] |
									 src_a[31] & ~src_b[31] & ~sum[31];
			default: overflow <= 1'b0;
		endcase
endmodule 
```

## ./run.sh

```bash
#!/bin/bash
# OpenROAD 26Q1-2900-gdf79404cd8, Yosys 0.63+post, stock flow scripts
make -C /OpenROAD-flow-scripts/flow DESIGN_CONFIG=/design/flow/config.mk WORK_HOME=/design/flow/orfs finish
```

==> results_dict.tcl <==
# collected from the flow reports
set metrics [dict create \
    outcome "completed" \
    dieHeight_um 172 \
    nClkBuffers 0 \
    fin_setup_tns_ns 0 \
    slew_headroom_pct 42.4 \
    slew_viol_final 0 \
    grt_usage_pct 14.2 \
    fill_cells 2473 \
    place_congestion 0.908 \
    synthCells 808 \
    first_pass_iters 5 \
    post_cts_resize_count 0 \
    synthTopCellsByCount "ha_1 (93), inv_1 (85), nor2_1 (62), xnor2_1 (59), a21oi_1 (56)" \
    portBuffers 242 \
    period_minus_slack_ns 12.06 \
    peakVddDrop_mv 0.0205 \
    cp.arrival_ns 8.90 \
    synth_cell_types 61 \
    drc 0 \
    area_growth_pct 43.5 \
    critPathLaunch "alusrc" \
    post-synth-top-area-fraction_pct 20.7 \
    dp_hpwl_mm 18.9 \
    drt-total-wl_mm 21.9 \
    ys_seq_share_pct 0 \
    period_used_pct 76.3 \
    vias 6153 \
    min_from "pcplus4[0]" \
    grt_remaining_overflow 0 \
    dieArea_mm2 0.0296 \
    setup.worst_path.class "in -> out" \
    post_cts_buffers 0 \
    power.leakage_nw 3.62 \
    design.core.area_mm2 0.0227 \
    seq_area_um2 0 \
    area_leaders "ha_1 (21%), xnor2_1 (9.2%), mux2i_1 (7.0%)" \
    rsz0062_at_grt "no" \
    worstMarginPinSlew_ns 0.864 \
    cts_hold_buffers 0 \
    fmax_ghz 0.0829 \
    yosysChipArea_mm2 0.00561 \
    pin_count 316 \
    drt-wirelength-per-cell_um 17.1 \
    hold_path_depth 0 \
    ff_count 0 \
    yosys_warnings 10 \
    crit_fanout 32 \
    maxCapViolCount 0 \
    avgSynthCellArea_um2 6.95 \
    yosys_cells 808 \
    viasPerCell 4.81 \
    grt_pass1_vias 6233 \
    antenna_left 0 \
    post-place-ws_ns 3.77 \
    endpoint_kind "output port" \
    hold_path_class "in -> out" \
    drt_iter0_drc 281 \
    yosys.area.top_type "ha_1" \
    row_count 55 \
    drive_gt1_share_pct 2.53 \
    warnings 132 \
    hold_viol 0 \
    setup_viol 0 \
    top_cell "ha_1" \
    grt_first_pass_wirelength_mm 33.4 \
    antenna_found_initial 4 \
    setup_slack_ns 3.74 \
    initial_core_util_pct 24.7 \
    layout.area.comb_mm2 0.00491 \
    die_width_um 172 \
    syn_area_mm2 0.00561 \
    grt_max_degree 43 \
    crit_required_ns 12.64 \
    powerDensity_mw_per_mm2 46.4 \
    cp-start-kind "input pin" \
]
[power by group]
group / internal, W / switching [W] / total (W)
sequential: 0 / 0 / 0
combinational: 0.000198 / 0.000176 / 0.000374
clock: 0.0000000000254 / 0 / 0.0000000000254
[per-layer routing]
layer / wire length (um) / vias up / share of wire (%) / track usage [%]
met5: 7 / - / 0.032 / 0
met4: 178 / 2 / 0.81 / 1.09
met3: 1370 / 10 / 6.3 / 2.69
met2: 10300 / 166 / 47 / 23.9
met1: 9980 / 2764 / 46 / 19.1
li1: - / 3211 / - / -
[logic make-up after synthesis]
| family | after synthesis | share of synthesized area, % |
|---|---|---|
| buffers and inverters | 152 | 12.6 |
| AOI/OAI and AO/OA | 222 | 25.9 |
| adders and majority gates | 95 | 21.4 |
| xor gates and xnor gates | 75 | 11.7 |
| and+or+nand+nor | 217 | 19.4 |
| muxes | 47 | 8.96 |
[per-stage QoR]
| step | std cells | instance area, um^2 | util (%) | hold slack, ns | power, W |
|---|---|---|---|---|---|
| 2_1_floorplan | 808 | 5610 | - | 6.39 | 0.000213 |
| 3_3_place_gp | 1275 | 8050 | 35.4 | 6.32 | 0.000376 |
| 3_5_place_dp | 1275 | 8050 | 35.4 | 6.32 | 0.000376 |
| 4_1_cts | 1275 | 8050 | 35.4 | 6.32 | 0.000379 |
| 5_1_grt | 1276 | 8050 | 35.4 | 6.32 | 0.000418 |
| 6_report | 1278 | 8050 | 35.5 | 6.32 | 0.000374 |
[cells in the final DEF (no fill, tap or decap), types with 5 or more instances in the layout]
master	count
nand3b_1	5
nor2_1	62
and3_1	9
o22ai_1	12
o21bai_1	8
inv_1	85
nor3_1	9
mux2_2	6
nand2_1	47
clkdlybuf4s50_1	240
nand4_1	11
ha_1	93
xnor2_1	59
a2111oi_0	5
nor3b_1	7
or3_1	8
o21a_1	6
a211o_1	7
buf_4	7
o221ai_1	5
mux2i_1	39
a21oi_1	56
a211oi_1	11
o21ai_0	45
o211ai_1	10
nand2b_1	14
xor2_1	16
nand3_1	19
nor2b_1	10
a21o_1	25
[path summary, 6_finish.rpt]
path / endpoint / slack [ns]
max: zero / 3.74
min: pcbranch[0] / 6.32
[area by class of cell]
class / instances / share of cell area (%)
Multi-Input combinational cell: 656 / 60.9
Antenna cell: 3 / 0.0932
Timing Repair Buffer: 249 / 30.6
Tap cell: 285 / 4.43
Inverter: 85 / 3.96
[critical path: stages]
cell and delay [ns]:
buf_2 0.07, buf_4 0.49, mux2i_1 0.36, xnor2_1 0.18, fa_1 0.48, a211oi_1 0.49
o21ai_1 0.22, a41oi_1 0.56, a21oi_1 0.18, o211ai_1 0.18, o31ai_1 0.09, or3_1 0.40
or3_1 0.38, or4_1 0.58, or4_1 0.45, nor2_1 0.14, clkdlybuf4s50_1 0.47
Power figures rest on the tool's default switching activity, not on a simulated workload.
